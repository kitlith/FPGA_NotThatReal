[design.v]
module debouncer #(
  parameter INITIAL_STATE     = 0,
  parameter DEBOUNCE_COUNT    = 100
)(
  input         clk,
  input         in_signal,
  output  reg   out_signal
);
reg [DEBOUNCE_COUNT - 1: 0] debounce;
initial begin
  out_signal    <=  INITIAL_STATE;
  debounce      <=  INITIAL_STATE;
end
always @ (posedge clk) begin
  debounce  <= {debounce[(DEBOUNCE_COUNT - 2) : 0], in_signal};
  if (debounce[0] == 1 && (& debounce)) begin
    out_signal         <=  1;
  end
  else if ((debounce[0] == 0) && (~| debounce)) begin
    out_signal         <=  0;
  end
end
endmodule
[constraint.sdc]
current_design debouncer

set clk_period 3.2
set clk_io_pct 0.2

create_clock -name clk0 -period $clk_period [get_ports {clk}]

set non_clock_inputs [all_inputs -no_clocks]
set_input_delay [expr $clk_period * $clk_io_pct] -clock clk0 $non_clock_inputs
set_output_delay [expr $clk_period * $clk_io_pct] -clock clk0 [all_outputs]
[run.sh]
#!/bin/bash
# OpenROAD 26Q1-2900-gdf79404cd8, Yosys 0.63+post, stock flow scripts
make -C /OpenROAD-flow-scripts/flow DESIGN_CONFIG=/design/flow/config.mk WORK_HOME=/design/flow/orfs finish
[config.mk]
export PLATFORM = sky130hd
export DESIGN_NAME = debouncer
export DESIGN_NICKNAME = debouncer
export VERILOG_FILES = /design/flow/design.v
export SDC_FILE = /design/flow/constraint.sdc
export NUM_CORES = 4
export LEC_CHECK = 1
export CORE_UTILIZATION = 40
==> out/summary.txt <==
Final Max Slew Viols: 0
die width: 80.4 microns
worst path arrival time: 1.17 ns
Multi-input gate area: 437 sq um
Core Area: 5920 sq um
Final Cell Area: 2790 sq um
flop2flop setup slack: 1.80 ns
max incr delay on CP: 0.48 ns
fin crit period: 1.81 ns
initial antenna violation count: 0
TNS Setup: 0 ns
largest net degree at the start of global routing: 17
Max-Cap Viols: 0
Total Power: 2.17 mW
RSZ-0062 raised after global routing: false
setup slack at placement: 1.78 ns
DRC: 0
number of global-route vias before repair: 1296
Leak: 0.978 nW
CP Cell Sequence: clkdlybuf4s50_1
Final GP Congestion: 0.837
Initial DRT Pass Iterations: 4
max-slew headroom at the worst pin: 65.8%
post-cts hold-fix buffer tally: 0
count of distinct cell types in the synthesized netlist: 10
post-synth area from yosys stat: 2460 sq um
Top cells by area: dfxtp_1 82%, nand4_1 7.9%, nor4_1 7.6%, nor4_2 0.51%, nand3_1 0.41%
Setup CP Type: reg2out
final wirelength: 3910 microns
routed vias: 1347
placed cell area: 2570 sq um
Die Ht: 80.4 microns
CTS max path bufs: 2
status: complete, no violations
drt initial violations: 46
first-pass GRT wire length: 6410 microns
Hold Crit Depth: 0
area share, top type: 82.2%
yosys cell count: 171
skew final: 0.00594 ns
HP Class: reg2reg
DR vias/cell: 5.10
clk root buf: clkbuf_8
Final Hold Violation Tally: 0
Yosys Warn Count: 1
Die Size: 6460 sq um
Post-CTS Setup Bufs: 0
Synth Instances: 171
VDD IR max: 0.409 mV
Critical R2R Capture: out_signal$_SDFFE_PP1P_
dominant logic cell type in the layout: dfxtp_1
hpwl dp: 2700 microns
Layout area overhead: 13.4%
Seq share, synth: 82.2%
fp util: 41.5%
CTS tree: done
largest fanout on the critical path: 2
tool warning count: 25
post-cts sizing count: 0
Critical Path RT: 2.56 ns
crit end category: primary output
Clock transition at path regs: 0.09 ns
RR Startpoint: debounce[56]$_DFF_P_
Crit path max-delay family: buffers and inverters
number of CTS-inserted buffers: 9
Setup violations, final: 0
total track usage: 13.8%
worst hold start: debounce[38]$_DFF_P_
Sink Count: 101
routed len/inst: 14.8 microns
synthesized cell area: 2460 sq um
CP Buf/Inv Count: 1
Setup crit start kind: flop
FMAX: 0.553 GHz
most numerous logic cells after layout: 101 x dfxtp_1, 31 x nand4_1, 30 x nor4_1, 9 x clkbuf_8
fillers: 503
IO buf count: 2
Flops after synth: 101
Hold Path Sink: debounce[39]$_DFF_P_
# IOs: 3
# diodes: 0
Flop area: 2020 sq um
Mapped Avg Cell Area: 14.4 sq um
H-tree depth: 3
Max stage delay cell, worst path: clkdlybuf4s50_1
Final Cycle Share: 56.5%
Yosys top cell by area: dfxtp_1
Insertion Delay late pin: 0.35 ns
global route overflow: 0
worst-margin pin slew: 0.508 ns
# rows: 28
PwrDens: 777 nW/um^2
number of routed nets with antenna violations: 0
share of layout cells above drive strength 1: 8.47%
reg2reg path depth: 5
setup ws final: 1.39 ns
==> per-layer routing <==
layer / wire (microns) / vias to the layer above / share of wire (%) / GRT usage [%]
li1: - / 688 / - / -
met1: 2180 / 639 / 56 / 23.8
met2: 1510 / 12 / 39 / 17.9
met3: 125 / 8 / 3.2 / 3.92
met4: 93 / 0 / 2.4 / 2.68
met5: 0 / - / 0 / 0
==> worst max-delay path by stage <==
stage	startpoint	slack, ns	endpoint	cells past startpoint
CTS	out_signal$_SDFFE_PP1P_	1.38	out_signal	1
global route	out_signal$_SDFFE_PP1P_	1.33	out_signal	1
finish	out_signal$_SDFFE_PP1P_	1.39	out_signal	1
==> synth_stat cells, drive strengths merged <==
cell type and instances:
dfxtp 101, nand2 2, nand3 2, nand4 31, nor2 1, nor3 2
nor4 31, o2bb2ai 1
==> cell type report <==
| type | count | share of cell area [%] |
|---|---|---|
| clock buffers | 11 | 4.71 |
| clock inverters | 5 | 3.01 |
| multi-input cells | 70 | 15.7 |
| flip-flops and latches | 101 | 72.5 |
| well taps | 75 | 3.37 |
| repair buffers | 2 | 0.718 |
==> metrics by stage <==
stage / cells / utilization, % / hold slack (ns)
after floorplan: 171 / - / 0.350
after detailed placement: 248 / 43.4 / 0.358
after CTS: 264 / 47.1 / 0.364
after global routing: 264 / 47.1 / 0.374
final: 264 / 47.1 / 0.365
after global placement: 248 / 43.4 / 0.356
==> sequential cells by signal, summed over array words and instances, names as in the netlist <==
name	flops
debounce	100
out_signal	1
==> power breakdown <==
group	internal, mW	switching (mW)
Clock	0.443	0.397
Combinational	0.00569	0.00348
Sequential	1.29	0.0264
Total	1.74	0.427
==> cell families (layout without fill, tap and decap cells) <==
kind of cell / Yosys count / after routing / share of synthesized area (%)
AND/OR/NAND/NOR: 69 / 69 / 17.4
buffers and inverters: 0 / 18 / 0
AND-OR/OR-AND: 1 / 1 / 0.356
flip-flops: 101 / 101 / 82.2
No activity file was given, so power comes from the tool's default toggle rates.
