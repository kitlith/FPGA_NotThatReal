==> ./design.v <==
`timescale 1ns/1ps
module GrayCounter
   #(parameter   COUNTER_WIDTH = 4)
    (output reg  [COUNTER_WIDTH-1:0]    GrayCount_out,   
     input wire                         Enable_in,   
     input wire                         Clear_in,    
     input wire                         Clk);
    reg    [COUNTER_WIDTH-1:0]         BinaryCount;
    always @ (posedge Clk)
        if (Clear_in) begin
            BinaryCount <= {COUNTER_WIDTH{1'b 0}} + 1;   
            GrayCount_out   <= {COUNTER_WIDTH{1'b 0}};       
        end
        else if (Enable_in) begin
            BinaryCount <= BinaryCount + 1;
            GrayCount_out   <= {BinaryCount[COUNTER_WIDTH-1],
                                BinaryCount[COUNTER_WIDTH-2:0] ^ BinaryCount[COUNTER_WIDTH-1:1]};
        end
endmodule
`timescale 1ns/1ps
module aFifo
  #(parameter    DATA_WIDTH    = 8,
                 ADDRESS_WIDTH = 4,
                 FIFO_DEPTH    = (1 << ADDRESS_WIDTH))
    (output reg  [DATA_WIDTH-1:0] Data_out,
     output reg                   Empty_out,
     input wire                   ReadEn_in,
     input wire                   RClk,
     input wire  [DATA_WIDTH-1:0] Data_in,
     output reg                   Full_out,
     input wire                   WriteEn_in,
     input wire                   WClk,
     input wire                   Clear_in);
    reg   [DATA_WIDTH-1:0]    Mem [FIFO_DEPTH-1:0];
    wire  [ADDRESS_WIDTH-1:0] pNextWordToWrite, pNextWordToRead, read_count, write_count;
    wire                      EqualAddresses;
    wire                      NextWriteAddressEn, NextReadAddressEn;
    wire                      Set_Status, Rst_Status;
    reg                       Status;
    wire                      PresetFull, PresetEmpty;
    always @ (posedge RClk) begin
        if (ReadEn_in & !Empty_out)
            Data_out <= Mem[pNextWordToRead];
        else if (ReadEn_in & Empty_out)
            Data_out <= 0;
    end
    always @ (posedge WClk)
        if (WriteEn_in & !Full_out)
            Mem[pNextWordToWrite] <= Data_in;
    assign NextWriteAddressEn = WriteEn_in & ~Full_out;
    assign NextReadAddressEn  = ReadEn_in  & ~Empty_out;
    GrayCounter #(.COUNTER_WIDTH(ADDRESS_WIDTH)) GrayCounter_pWr
       (.GrayCount_out(pNextWordToWrite),
        .Enable_in(NextWriteAddressEn),
        .Clear_in(Clear_in),
        .Clk(WClk)
       );
    GrayCounter #(.COUNTER_WIDTH(ADDRESS_WIDTH)) GrayCounter_pRd
       (.GrayCount_out(pNextWordToRead),
        .Enable_in(NextReadAddressEn),
        .Clear_in(Clear_in),
        .Clk(RClk)
       );
    assign EqualAddresses = (pNextWordToWrite == pNextWordToRead);
    assign Set_Status = (pNextWordToWrite[ADDRESS_WIDTH-2] ~^ pNextWordToRead[ADDRESS_WIDTH-1]) &
                         (pNextWordToWrite[ADDRESS_WIDTH-1] ^  pNextWordToRead[ADDRESS_WIDTH-2]);
    assign Rst_Status = (pNextWordToWrite[ADDRESS_WIDTH-2] ^  pNextWordToRead[ADDRESS_WIDTH-1]) &
                         (pNextWordToWrite[ADDRESS_WIDTH-1] ~^ pNextWordToRead[ADDRESS_WIDTH-2]);
    always @ (Set_Status, Rst_Status, Clear_in)  
        if (Rst_Status | Clear_in)
            Status = 0;   
        else if (Set_Status)
            Status = 1;   
    assign PresetFull = Status & EqualAddresses;   
    always @ (posedge WClk, posedge PresetFull)  
        if (PresetFull)
            Full_out <= 1;
        else
            Full_out <= 0;
    assign PresetEmpty = ~Status & EqualAddresses;   
    always @ (posedge RClk, posedge PresetEmpty)   
        if (PresetEmpty)
            Empty_out <= 1;
        else
            Empty_out <= 0;
endmodule
==> ./run.sh <==
#!/bin/bash
# OpenROAD 26Q1-2900-gdf79404cd8, Yosys 0.63+post, stock flow scripts
make -C /OpenROAD-flow-scripts/flow DESIGN_CONFIG=/design/flow/config.mk WORK_HOME=/design/flow/orfs finish
==> ./config.mk <==
export PLATFORM = sky130hd
export DESIGN_NAME = aFifo
export DESIGN_NICKNAME = aFifo
export VERILOG_FILES = /design/flow/design.v
export SDC_FILE = /design/flow/constraint.sdc
export NUM_CORES = 4
export LEC_CHECK = 1
export CORE_UTILIZATION = 50
==> ./constraint.sdc <==
current_design aFifo

set clk_period 3.6
set clk_io_pct 0.2

create_clock -name clk0 -period $clk_period [get_ports {RClk}]
create_clock -name clk1 -period $clk_period [get_ports {WClk}]

set non_clock_inputs [all_inputs -no_clocks]
set_input_delay [expr $clk_period * $clk_io_pct] -clock clk0 $non_clock_inputs
set_output_delay [expr $clk_period * $clk_io_pct] -clock clk0 [all_outputs]
==> impl_metrics.sql <==
-- physical implementation figures
INSERT INTO impl_metrics (metric_group, metric, value, unit) VALUES
('status', 'outcome', 'completed', ''),
('detailed_routing', 'route.vias.total', '2991', ''),
('die', 'fp-row-count', '39', ''),
('global_route', 'grt_remaining_overflow', '0', ''),
('global_route', 'all_layer_global_routing_usage', '21.95', '%'),
('final_timing', 'final-setup-viol-count', '0', ''),
('flow_run', 'maxCapViolCount', '0', ''),
('power_and_ir_drop', 'internal_power', '3.240', 'mW'),
('detailed_routing', 'drt.antenna.violating_nets', '0', ''),
('final_timing', 'hold_viol', '0', ''),
('detailed_routing', 'wl', '11.49', 'mm'),
('layout', 'fillers', '850', ''),
('worst_setup_path', 'worstPathCellList', 'clkdlybuf4s50_1 > nor2b_1 > or3b_1 > nor2_1', ''),
('detailed_routing', 'antenna_cells_inserted', '0', ''),
('synth', 'netlist_area', '6066', 'sq um'),
('worst_setup_path', 'worst-setup-path-type', 'input pin to register', ''),
('global_route', 'first_global_vias', '3191', ''),
('cts', 'tritoncts_clock_tree', 'built', ''),
('cts', 'post_cts.repair.setup_buffers', '0', ''),
('power_and_ir_drop', 'power_density', '572.2', 'nW/um^2'),
('die', 'chip_area', '12580', 'sq um'),
('die', 'design.portCount', '23', ''),
('synth', 'yosys-dominant-comb-family', 'multiplexers', ''),
('die', 'die.size.y', '112.1', 'microns'),
('synth', 'synth_area_leader_cell', 'sky130_fd_sc_hd__edfxtp_1', ''),
('final_timing', 'finalMaxSlewViolations', '0', ''),
('synth', 'synth.cellmix.adderShare', '0.8251', '%'),
('placement', 'port_buffers', '21', ''),
('detailed_routing', 'initialDrtViolationCount', '223', ''),
('worst_setup_path', 'start_kind', 'input pin', ''),
('worst_setup_path', 'reg2regPathDepth', '4', ''),
('layout', 'proportion_of_layout_cells_with_a_drive_suffix_above_1', '25.13', '%'),
('worst_setup_path', 'crit_path_max_incr_delay', '0.62', 'ns'),
('die', 'die-width', '112.1', 'microns'),
('synth', 'synth.area.mux_share', '14.19', '%'),
('layout', 'synth_to_layout_area_growth', '17.35', '%'),
('power_and_ir_drop', 'leakagePower', '2.316', 'nW'),
('final_timing', 'finalClockSkew', '0.01832', 'ns'),
('synth', 'synth_xor_xnor_area_share', '2.021', '%'),
('cts', 'clk_pin_slew', '0.06', 'ns'),
('synth', 'numSynthFlops', '153', ''),
('worst_setup_path', 'worst-path-buf-inv', '1', ''),
('die', 'floorplan.initialDensity', '52.23', '%'),
('detailed_routing', 'detail_route.vias_per_cell', '5.697', ''),
('worst_setup_path', 'path_max_fanout', '8', ''),
('synth', 'top_cell_area_share', '67.33', '%'),
('final_timing', 'fin_setup_tns', '0', 'ns'),
('worst_setup_path', 'critical_path.reg2reg.endpoint', 'Data_out[5]', ''),
('worst_setup_path', 'timing.critical_path.max_delay_family', 'simple AND/OR/NAND/NOR gates', ''),
('placement', 'globalplace.congestion', '0.8849', ''),
('die', 'core_region_area', '11610', 'sq um'),
('synth', 'synth_compound_gate_area_share', '2.228', '%'),
('worst_setup_path', 'worst-endpoint-arrival', '2.62', 'ns'),
('detailed_routing', 'route.detailed.wl_per_inst', '21.89', 'microns'),
('final_timing', 'max_slew_margin', '47.77', '%'),
('worst_setup_path', 'cp-end-kind', 'register', ''),
('power_and_ir_drop', 'seq_power_share', '48.5', '%'),
('synth', 'yosysUniqueCellTypes', '33', ''),
('worst_setup_path', 'r2r-start', 'GrayCounter_pRd.BinaryCount[1]', ''),
('synth', 'syn-instance-count', '328', ''),
('global_route', 'pin_count_of_the_biggest_net_entering_global_routing', '27', ''),
('synth', 'ys_area', '6066', 'sq um'),
('power_and_ir_drop', 'peak_vdd_ir', '584.6', 'uV'),
('global_route', 'global_route_wire_length_before_repair', '17.98', 'mm'),
('placement', 'place_hpwl', '7.335', 'mm'),
('flow_run', 'log_warnings', '26', ''),
('worst_setup_path', 'reg2reg_slack', '1.25', 'ns'),
('final_timing', 'untimed_endpoints', '1', ''),
('detailed_routing', 'post-route-drc-count', '0', ''),
('final_timing', 'grt_setup_unrepaired', 'no', ''),
('final_timing', 'unclocked_pins', '1', '');
how the worst max path moves through the flow:
| stage | cells after the start | startpoint | end |
|---|---|---|---|
| after CTS | 4 | WriteEn_in | Mem[2][4] |
| after global routing | 4 | WriteEn_in | Mem[2][2] |
| final | 4 | WriteEn_in | Mem[2][4] |
stage by stage:
step	total power [mW]	worst slack, ns	area, sq um	hold slack (ns)	instances
2_1_floorplan	2.140	1.205	6070	0.4965	329
3_3_place_gp	2.219	0.6726	6447	0.5154	489
3_5_place_dp	2.217	0.6076	6447	0.5227	489
4_1_cts	4.112	1.041	7118	0.3966	525
5_1_grt	4.213	0.9289	7118	0.4379	525
6_report	4.073	1.018	7118	0.4116	525
area by class of cell:
class	instances	share of cell area [%]
Clock buffer	22	7.277
Clock inverter	14	2.144
Multi-Input combinational cell	156	21.15
Sequential cell	153	62.28
Tap cell	143	2.514
Timing Repair Buffer	37	4.641
cell usage after synthesis:
master and number:
sky130_fd_sc_hd__xnor2_1 5, sky130_fd_sc_hd__buf_6 4, sky130_fd_sc_hd__conb_1 1, sky130_fd_sc_hd__nor2b_1 7, sky130_fd_sc_hd__nand2_1 4, sky130_fd_sc_hd__xor2_1 9, sky130_fd_sc_hd__dfstp_2 2, sky130_fd_sc_hd__buf_2 6
sky130_fd_sc_hd__mux2_2 16, sky130_fd_sc_hd__buf_4 1, sky130_fd_sc_hd__edfxtp_1 136, sky130_fd_sc_hd__nor2_1 29, sky130_fd_sc_hd__nor3_1 5, sky130_fd_sc_hd__o22ai_1 8, sky130_fd_sc_hd__buf_1 1, sky130_fd_sc_hd__or2_2 1
sky130_fd_sc_hd__and2_1 1, sky130_fd_sc_hd__nand2b_1 7, sky130_fd_sc_hd__nand3b_1 4, sky130_fd_sc_hd__buf_12 1, sky130_fd_sc_hd__clkbuf_1 7, sky130_fd_sc_hd__nor4_1 1, sky130_fd_sc_hd__mux4_2 24, sky130_fd_sc_hd__ha_1 4
sky130_fd_sc_hd__a211oi_1 2, sky130_fd_sc_hd__nor3b_2 1, sky130_fd_sc_hd__mux2i_1 14, sky130_fd_sc_hd__nand4b_1 2, sky130_fd_sc_hd__dfxtp_1 14, sky130_fd_sc_hd__o221ai_1 8, sky130_fd_sc_hd__dlxtn_1 1, sky130_fd_sc_hd__or3b_1 1
sky130_fd_sc_hd__nand3_1 1
kinds of logic (layout without fill, tap and decap cells):
kind of cell / count (synthesis) / count (layout)
compound gates: 18 / 18
xor+xnor: 14 / 14
fa+ha+maj: 4 / 4
buf+inv: 20 / 73
flops: 152 / 152
latches: 1 / 1
mux: 54 / 54
other cells: 1 / 2
simple gates: 64 / 64
power groups by stage:
| stage | clock network, mW | logic (mW) | registers (mW) |
|---|---|---|---|
| 5_1_grt | 2.01 | 0.225 | 1.98 |
| 6_report | 1.89 | 0.204 | 1.98 |
| 4_1_cts | 1.93 | 0.207 | 1.98 |
registers in the layout, summed over array words and instances (netlist names), 3 cells and up:
signal	cells
GrayCounter_pWr.BinaryCount	4
Data_out	8
GrayCounter_pRd.BinaryCount	4
GrayCounter_pRd.GrayCount_out	3
Mem	128
GrayCounter_pWr.GrayCount_out	3
metal layers:
| metal | share of wire [%] | global-route usage (%) | up-vias | wire [microns] |
|---|---|---|---|---|
| li1 | - | - | 1369 | - |
| met1 | 41 | 33.95 | 1471 | 4761 |
| met2 | 45 | 30.60 | 135 | 5218 |
| met3 | 12 | 13.43 | 16 | 1333 |
| met4 | 1.6 | 3.644 | 0 | 180 |
| met5 | 0 | 0 | - | 0 |
worst register-to-register path: cells and delay by family (launching register included):
kind | cells | cell delay [ns]
multiplexers | 1 | 0.59
AND-OR/OR-AND | 1 | 0.11
AND/OR/NAND/NOR | 1 | 0.14
flip-flops | 1 | 0.75
buffers and inverters | 1 | 0.49
No activity file was given, so power comes from the tool's default toggle rates.
