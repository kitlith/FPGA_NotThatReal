$ cat ./config.mk
export PLATFORM = sky130hd
export DESIGN_NAME = ntr
export DESIGN_NICKNAME = ntr
export VERILOG_FILES = /design/flow/design.v
export SDC_FILE = /design/flow/constraint.sdc
export NUM_CORES = 4
export LEC_CHECK = 1
export CORE_UTILIZATION = 30
$ cat ./run.sh
#!/bin/bash
# OpenROAD 26Q1-2900-gdf79404cd8, Yosys 0.63+post, stock flow scripts
make -C /OpenROAD-flow-scripts/flow DESIGN_CONFIG=/design/flow/config.mk WORK_HOME=/design/flow/orfs finish
$ cat ./constraint.sdc
current_design ntr

set clk_period 1.8
set clk_io_pct 0.2

create_clock -name clk0 -period $clk_period [get_ports {clk}]

set non_clock_inputs [all_inputs -no_clocks]
set_input_delay [expr $clk_period * $clk_io_pct] -clock clk0 $non_clock_inputs
set_output_delay [expr $clk_period * $clk_io_pct] -clock clk0 [all_outputs]
$ cat ./design.v
module up_counter(clk, en, rst, out);
    parameter WIDTH = 8, MAX = 255;
    input clk, en, rst;
    output reg [WIDTH-1:0] out;
    initial begin
        out = 0;
    end
    always @(posedge clk) begin
        if (rst) out <= 0;
        else if (en) begin
            if (out < MAX) out <= out + 1;
        end
    end
endmodule
module byte_shifter(clk, in, en, rst, out);
    parameter WIDTH = 8;
    parameter SIZE = 8;
    input clk, en, rst;
    input [WIDTH-1:0] in;
    output reg [WIDTH*SIZE-1:0] out;
    initial begin
        out <= 0;
    end
    always @(posedge clk) begin
        if (rst) out <= 0;
        else begin
            if (en) begin
                out[63:0] <= {in, out[63:8]};
            end
            else out <= out;
        end
    end
endmodule
module ntr #(parameter CMD_CYCLES = 8) (
    input clk,
    input cs1,
    input [7:0] data,
    output reg [63:0] command,
    output reg ready,
    output [3:0] count
);
    wire cnt_en;
    assign cnt_en = ~cs1;
    up_counter #(.WIDTH(4), .MAX(CMD_CYCLES)) counter(clk, cnt_en, cs1, count);
    byte_shifter shift(clk, data, cnt_en, 1'b0, command);
    initial begin
        ready = 0;
    end
    always @* begin
        if (count == CMD_CYCLES) ready = 1;
        else ready = 0;
    end
endmodule
==> impl_metrics.json <==
{
  "die.size.y_um": 85.98,
  "hp-class": "register to register",
  "cts_max_level": 3,
  "power.clock.fraction_pct": 38.1,
  "clockBufferDepth": 2,
  "grt_antenna_before_repair": 0,
  "syn_inst": 85,
  "ys_seq_share_pct": 94.62,
  "ir_drop_uv": 450.7,
  "gp_congestion": 0.6911,
  "relSlewSlack_pct": 78.04,
  "cts-root-buf": "clkbuf_8",
  "synthArstFlopShare_pct": 0,
  "drv_cap": 0,
  "cts_hold_buf": 0,
  "holdPathStages": 0,
  "critical_path_depth": 1,
  "seqPwrFrac_pct": 54.9,
  "fp_util_pct": 31.14,
  "edf_count": 64,
  "fmax_mhz": 600.1,
  "clk_latency_ns": 0.33,
  "worst-setup-path-type": "register to output pin",
  "dieWidth_um": 85.98,
  "routed_wl_mm": 3.441,
  "io_pins": 79,
  "path_buffers": 1,
  "numPortBuffers": 78,
  "dr_wl_met3_um": 460,
  "power_switching_share_pct": 18.56,
  "warnings": 26,
  "required_ns": 1.44,
  "syn-mean-instance-area_um2": 24.89,
  "aoi_share_pct": 0.2957,
  "wl_met2_mm": 1.485,
  "fin_cells": 279,
  "numCtsBuffers": 9,
  "common_cells": "edfxtp_1 (64), nor2_1 (5), dfxtp_1 (4)",
  "rr_startpoint": "counter.out[0]",
  "highest_layer": "met4",
  "areaGrowthSynthToFinish_pct": 55.23,
  "power.leakage_nw": 1.156,
  "hold_path.startpoint": "shift.out[10]",
  "final_util_pct": 48.34,
  "setup_viol": 0,
  "p_sw_mw": 0.6375,
  "tns_ns": 0,
  "first_iter_violations": 54,
  "period_used_pct": 92.57,
  "fin_crit_ns": 1.666,
  "ys_types": 12,
  "powerDensity_nw_per_um2": 1046,
  "mux_area_share_pct": 1.183,
  "placed_cell_area_um2": 3048,
  "hold_end": "shift.out[2]",
  "endpoint_kind": "output pin",
  "yosys_area_um2": 2116,
  "drt-pass1-iter-count": 2,
  "drive_gt1_share_pct": 14.21,
  "outcome": "completed",
  "critical-path-slowest-cell": "clkdlybuf4s50_1",
  "fill_cells": 565,
  "critPathLaunchType": "register",
  "grt_pass1_wl_mm": 5.478,
  "synth_simple_gate_area_share_pct": 1.774,
  "top_logic_kind": "simple AND/OR/NAND/NOR gates",
  "globalRouteOverflowTotal": 0,
  "yosysTopAreaCell": "edfxtp_1",
  "most_common_cell": "edfxtp_1",
  "remaining_drc_errors": 0,
  "tightest_slew_ns": 0.3294,
  "holdWs_ns": 0.4465,
  "viasPerCell": 4.022,
  "track_usage_pct": 10.35,
  "hold_viol_final": 0,
  "dpl.hpwl_mm": 2.299,
  "layout_setup_ws_ns": 0.1337,
  "dp_slack_ns": 0.2036,
  "grt_max_degree": 65,
  "area_leaders": "edfxtp_1 (91%), dfxtp_1 (3.8%), ha_1 (1.2%), nor2_1 (0.89%), mux2_4 (0.71%)",
  "ys_ff": 68,
  "grt_pass1_vias": 1154,
  "rsz0062_at_grt": "no",
  "wl_met1_mm": 1.366,
  "cpLargestDelayFamily": "buffers and inverters",
  "tritoncts": "built",
  "wl_per_cell_um": 12.33,
  "flop_cell": "edfxtp_1",
  "yosysWarnings": 3,
  "vias": 1122,
  "ys_sh_xor_pct": 0.4140,
  "ys_cells": 85,
  "chip_area_um2": 7393,
  "slowest_delay_ns": 0.51,
  "cp.arrival_ns": 1.31,
  "cts_num_sinks": 68,
  "reg2reg_depth": 4,
  "rows": 30,
  "rrSetupSlack_ns": 0.58,
  "cp_max_fo": 6,
  "dpl.cell_count": 261,
  "stdcell_area_um2": 3284,
  "postRouteAntennaNets": 0,
  "rr_endpoint": "counter.out[2]",
  "power.total_mw": 3.434,
  "top_cell_area_share_pct": 90.83,
  "fa_ha_area_share_pct": 1.183,
  "p_comb_share_pct": 7.0,
  "n_antenna_cell": 0,
  "internal-power_mw": 2.797,
  "path_cells": "clkdlybuf4s50_1",
  "clock_skew_ns": 0.004622,
  "synth_area_um2": 2116,
  "clkTransAtPathRegs_ns": 0.06,
  "core-area_um2": 6794,
  "slew_viol_final": 0
}
## repair_timing
action | 4_1_cts | 5_1_grt
gates resized | 6 | 0
endpoints found under the setup margin | 1 | 0
setup buffers | 2 | 0
## cells by family (layout without fill, tap and decap cells)
kind of cell | count (synthesis) | in the layout
flops | 68 | 68
simple gates | 8 | 8
buf+inv | 3 | 101
fa+ha+maj | 2 | 2
mux | 2 | 2
compound gates | 1 | 1
xor+xnor | 1 | 1
## state kept, by name, indices dropped and copies added (netlist names)
signal	count
shift.out	64
counter.out	4
## power groups by stage
| stage | Clock, mW | Sequential, mW | Combinational, mW |
|---|---|---|---|
| 4_1_cts | 1.36 | 1.89 | 0.245 |
| 5_1_grt | 1.42 | 1.90 | 0.264 |
| 6_report | 1.31 | 1.89 | 0.241 |
## cells in the final DEF, fill, tap and decap left out
cell type and n:
a31oi_1 1, buf_12 1, buf_4 3, bufinv_16 2
clkbuf_8 9, clkdlybuf4s50_1 77, clkinv_1 1, clkinv_2 2
clkinv_4 2, clkinvlp_4 1, dfxtp_1 2, dfxtp_2 1
dfxtp_4 1, dlygate4sd2_1 1, edfxtp_1 64, ha_1 1
ha_2 1, inv_1 1, inv_2 1, mux2_4 1
mux2i_1 1, nand2_1 1, nor2_1 5, nor2b_1 1
nor2b_2 1, xor2_1 1
## layer usage
metal	vias up	track usage, %
met5	-	0
met4	0	3.182
met3	12	6.055
met2	65	14.14
met1	532	14.95
li1	513	-
## area by class of cell
type / count / area [µm²] / share of cell area [%]
Sequential cell: 68 / 2007 / 61.10
Timing Repair Buffer: 82 / 822.0 / 25.03
Clock inverter: 7 / 91.34 / 2.781
Tap cell: 96 / 120.1 / 3.657
Inverter: 3 / 15.01 / 0.4571
Clock buffer: 9 / 123.9 / 3.771
Multi-Input combinational cell: 14 / 105.1 / 3.200
## worst max-delay path by stage
stage / start / to
after CTS: counter.out[3] / count[3]
after global routing: counter.out[3] / count[3]
final: counter.out[3] / count[3]
Power and IR drop assume default switching activity.
